===== ./run.sh =====
#!/bin/bash
# OpenROAD 26Q1-2900-gdf79404cd8, Yosys 0.63+post, stock flow scripts
make -C /OpenROAD-flow-scripts/flow DESIGN_CONFIG=/design/flow/config.mk WORK_HOME=/design/flow/orfs finish

===== ./config.mk =====
export PLATFORM = sky130hd
export DESIGN_NAME = cache
export DESIGN_NICKNAME = cache
export VERILOG_FILES = /design/flow/design.v
export SDC_FILE = /design/flow/constraint.sdc
export NUM_CORES = 4
export LEC_CHECK = 1
export CORE_UTILIZATION = 30

===== ./constraint.sdc =====
current_design cache

set clk_period 39.3
set clk_io_pct 0.2

create_clock -name clk0 -period $clk_period [get_ports {clk}]

set non_clock_inputs [all_inputs -no_clocks]
set_input_delay [expr $clk_period * $clk_io_pct] -clock clk0 $non_clock_inputs
set_output_delay [expr $clk_period * $clk_io_pct] -clock clk0 [all_outputs]

===== ./design.v =====
module cache (flush_finish, 
		one_line_flushed, 
		rst, 
		clk, 
		flush, 
		addr_ca, 
		data_ca_in, 
		rd_wrt_ca, 
		enable,
    		data_ca_out, 
		mem_rdy, 
		addr_mem,
    		data_to_mem, 
		wrt_bck, 
		miss_hit, 
		data_from_mem, 
		done, 
		line_dirty); 
    input rst, clk, rd_wrt_ca, enable, mem_rdy, flush, one_line_flushed, flush_finish;
    input [15:0] addr_ca, data_ca_in;
    input [63:0] data_from_mem;
    output miss_hit, wrt_bck, line_dirty;
    output reg [15:0] data_ca_out;
     output reg [13:0] addr_mem;
    output reg [63:0] data_to_mem;
    output reg done;
    parameter ENTRY_NUMBER = 8;
    wire [7:0] match;
    reg victim;  
    reg [153:0] mem[0:ENTRY_NUMBER-1];  
    wire [10:0] tag;  
    wire [2:0]  index;  
    wire [1:0] offset;  
    wire read,  
          write,  
          hit_first,  
          hit_second,  
          non_cache_able,  
          write_hit_first,  
          write_hit_second,  
          miss_read_ready;  
      reg flush_way,  
		flush_reg;  
      reg [2:0] flush_index;  
wire [63:0] flush_data_to_mem;  
wire [13:0] flush_addr_mem,  
	    evicted_data_addr;  
wire [15:0] candidate_data;  
wire [63:0] evicted_data;  
    assign tag=addr_ca[15:5];
    assign index=addr_ca[4:2];
    assign offset=addr_ca[1:0];
    assign read=enable & rd_wrt_ca;
    assign write=enable & (!rd_wrt_ca);
    assign hit_first=(mem[index][152] == 1) & (tag == mem[index][151:141]);  
    assign hit_second=(mem[index][75] == 1) & (tag == mem[index][74:64]);  
    assign miss_hit=(non_cache_able) ? 0 : (hit_first | hit_second);
    assign wrt_bck= (non_cache_able) ? 0 :
                      (victim == 1'b1) ?  (!(miss_hit) & (mem[index][153] == 1)) :
                                          (!(miss_hit) & (mem[index][76] == 1));  
    assign line_dirty= (flush_way == 0 && (&mem[flush_index][153:152] == 1'b1)) ? 1 : 
                      (flush_way == 1 && (&mem[flush_index][76:75] == 1'b1)) ? 1:
                                                                              0;
    assign non_cache_able= (&addr_ca) & enable;  
    assign write_hit_first = write & hit_first;
    assign write_hit_second = write & hit_second;
    assign miss_read_ready= (~miss_hit) & enable & mem_rdy;
	assign match[0] = (index == 0);
	assign match[1] = (index == 1);
	assign match[2] = (index == 2);
	assign match[3] = (index == 3);
	assign match[4] = (index == 4);
	assign match[5] = (index == 5);
	assign match[6] = (index == 6);
	assign match[7] = (index == 7);
    generate
    genvar i;
    for (i=0;i < ENTRY_NUMBER ; i=i+1)
    begin: cache_assignment
    always@(posedge clk, negedge rst) begin
    if (!rst)
       mem[i][153:0]<=154'b0;
    else if ( match[i] ) begin
         if (write_hit_first)
            mem[i][153:0] <= (offset == 2'b11) ? {1'b1, 1'b1,mem[i][151:141], data_ca_in, mem[i][124:0]}:
                              (offset == 2'b10) ? {1'b1, 1'b1, mem[i][151:125], data_ca_in, mem[i][108:0]}:
                               (offset == 2'b01) ? {1'b1, 1'b1, mem[i][151:109], data_ca_in, mem[i][92:0]}:
                                                   {1'b1, 1'b1, mem[i][151:93], data_ca_in, mem[i][76:0]};
         else if (write_hit_second)
            mem[i][153:0] <= (offset == 2'b11) ? {mem[i][153:77], 1'b1, 1'b1, mem[i][74:64], data_ca_in, mem[i][47:0]}:
                              (offset == 2'b10) ? {mem[i][153:77], 1'b1, 1'b1, mem[i][74:48], data_ca_in, mem[i][31:0]}:
                               (offset == 2'b01) ?{mem[i][153:77], 1'b1, 1'b1, mem[i][74:32], data_ca_in, mem[i][15:0]}:
                                                  {mem[i][153:77], 1'b1, 1'b1, mem[i][74:16], data_ca_in};
         else if (miss_read_ready)
              mem[i][153:0] <= (victim == 1'b1) ? {2'b01,tag,data_from_mem, mem[i][76:0]} :
                                                  {mem[i][153:77],2'b01,tag, data_from_mem};
         else
             mem[i][153:0] <= mem[i][153:0];
    end
    else
        mem[i][153:0] <= mem[i][153:0];
end
end
endgenerate
      always@(posedge clk, negedge rst)
      if (!rst)
        flush_reg <= 0;
      else if (flush_finish)
        flush_reg <= 0;
      else if (flush)
        flush_reg <= 1;     
      else
        flush_reg <= flush_reg;
      always@(posedge clk, negedge rst)
      if (!rst)
        flush_way <= 0;
      else if (flush_reg & one_line_flushed)
        flush_way <= ~flush_way;
      else
        flush_way <= flush_way;
        always@(posedge clk, negedge rst)
        if (!rst)
          flush_index <= 3'b000;
        else if (flush_reg & one_line_flushed & flush_way)
          flush_index <= flush_index +1'b1;
        else
          flush_index <= flush_index;
    assign flush_addr_mem = (flush_way & line_dirty) ? {mem[flush_index][74:64], flush_index}:
			     ((!flush_way) & line_dirty) ? {mem[flush_index][151:141], flush_index}: 0;
    assign flush_data_to_mem = (flush_way & line_dirty) ? mem[flush_index][63:0]:
			     ((!flush_way) & line_dirty) ? mem[flush_index][140:77]: 0;
assign candidate_data = (hit_first & offset == 2'b11)? mem[index][140:125]:
			(hit_first & offset == 2'b10)? mem[index][124:109] :
			(hit_first & offset == 2'b01)? mem[index][108:93] :
			(hit_first & offset == 2'b00)? mem[index][92:77]:
			(hit_second & offset == 2'b11)? mem[index][63:48]:
			(hit_second & offset == 2'b10)? mem[index][47:32] :
			(hit_second & offset == 2'b01)? mem[index][31:16] :
			(hit_second & offset == 2'b00)? mem[index][15:0]: 0;
assign evicted_data = (victim == 1) ?  mem[index][140:77] : mem[index][63:0];
assign evicted_data_addr= (victim == 1)? {mem[index][151:141], index} : {mem[index][74:64], index};
    always@(posedge clk, negedge rst)
    if (!rst) begin
        data_to_mem <= 0;
        data_ca_out <= 0;
        addr_mem <= 0;
        victim <= 0;
        done <= 0;
    end
    else if (flush_reg) begin  
		done <= 0;
		victim <= victim;
		data_ca_out <= 16'h0000;
        	addr_mem <= flush_addr_mem;
		data_to_mem <= flush_data_to_mem;
    end
    else if (non_cache_able & (~mem_rdy)) begin  
	  victim <= victim;
          done <= 0;
          addr_mem <= 14'b11111111111111;
          data_to_mem <= data_to_mem;
	 data_ca_out <= 16'h0000;
    end
    else if (non_cache_able & mem_rdy) begin  
	addr_mem <= 14'h0000;
	victim <= victim;
	data_to_mem <= data_to_mem;
        data_ca_out <= data_from_mem[15:0];
        done <= 1;
    end      
    else if (miss_hit & read) begin  
          done <= 1;
          data_to_mem <= 16'h0000;
          addr_mem <= 14'h0000;
          data_ca_out <= candidate_data;
          victim <= victim;
    end
else if (miss_hit & write) begin  
	  done <= 1;
	  data_to_mem <= data_to_mem;
	 addr_mem <= addr_mem;
         data_ca_out <= data_ca_out;
         victim <= victim;
end
else if ((~miss_hit) & enable & (~mem_rdy)) begin  
    done <= 0;
    addr_mem <= {tag, index};
    data_to_mem <= 64'b0;
    victim <= victim;
    data_ca_out <= 16'h0000;
end
else if ((~miss_hit) & enable & mem_rdy & wrt_bck) begin  
           addr_mem <= evicted_data_addr;
	  data_to_mem <= evicted_data;
           victim <= ~victim;
	   done <= 0;
	  data_ca_out <= 16'h0000;
end
else begin
   done <= 0;
   victim <= victim;
   data_ca_out <= data_ca_out;
   data_to_mem <= data_to_mem;
   addr_mem <= addr_mem;
end
endmodule

==> results.json <==
{
  "cts_resized": 0,
  "logic_area_um2": 35300,
  "reg2reg_from": "flush_index[1]",
  "via_per_inst": 6.40,
  "critical_path_peak_fanout": 49,
  "r2r-end": "data_to_mem[60]",
  "cts_root_buf": "clkbuf_16",
  "setup.worst_path.start_class": "input pin",
  "drc": 0,
  "rrSetupSlack_ps": 33090,
  "dp.cells": 9897,
  "synth_area_um2": 71100,
  "tightest_slew_ps": 1080,
  "ys_area_um2": 71100,
  "synthArstFlopShare_pct": 100,
  "warnings": 46,
  "outcome": "finished clean",
  "largest_register_ffs": 1232,
  "area_growth_pct": 15.9,
  "synth-main-ff-cell": "dfrtp_1",
  "topCellsByArea": "dfrtp_1, mux2_2, nand2_1",
  "synth_warnings": 2,
  "fin_tns_setup_ps": 0,
  "dieHeight_um": 489,
  "cpMostUsedCell": "buf_4",
  "detail-route-antenna-nets": 0,
  "cts_hold_buf": 0,
  "path_clk_slew_ps": 60,
  "seq_area_frac_synth_pct": 46.9,
  "drt-total-wl_mm": 362,
  "slew_violations": 0,
  "min_period_over_period_pct": 53.4,
  "place_congestion": 1.03,
  "worstHoldPathType": "reg2reg",
  "rsz0062_at_grt": "no",
  "fillers": 23043,
  "clock.fmax_mhz": 47.6,
  "hold_path_depth": 2,
  "seq_area_um2": 33400,
  "reg2reg_depth": 14,
  "vias": 65291,
  "numCtsBuffers": 149,
  "ys_seq_elements": 1333,
  "hp-start": "data_ca_out[7]",
  "grt_pass1_vias": 63993,
  "dieArea_um2": 239000,
  "die_width_um": 489,
  "slowest_delay_ps": 640,
  "relSlewSlack_pct": 27.8,
  "synth_top_cell_by_area": "dfrtp_1",
  "powerDensity_nw_per_um2": 54.9,
  "drt_iter0_drc": 8128,
  "clock_latency_ps": 870,
  "grt-ovfl-total": 0,
  "ys_cells": 6872,
  "layoutNonFillerInstCount": 10199,
  "wl_per_cell_um": 35.5,
  "crit_path_top_delay_cell": "buf_4",
  "hold_viol_final": 0,
  "critPathCaptureType": "output port",
  "setup_violations": 0,
  "cts.path.max_buffers": 3,
  "io_buffers": 201,
  "initCoreUtil_pct": 30.2,
  "synth_top_area_share_pct": 46.9,
  "synthCells": 6872,
  "path_buffers": 7,
  "cts_setup_buffers": 0,
  "ys_top_cells_by_count": "dfrtp_1, mux2_2, nand2_1, a21oi_1, nor2_1",
  "antenna_found_initial": 28,
  "grt_pass1_wl_mm": 506,
  "required_ps": 31440,
  "ir_worst_vdd_mv": 0.0471,
  "ioPinCount": 202,
  "crit_arrival_ps": 13140,
  "crit_chain": "buf_8, buf_4, buf_4, nand2_1, o221ai_1, o221ai_1, or4_1, nor3_2, and2_1, buf_4, o21ai_0, buf_4, inv_1, clkdlybuf4s50_1",
  "drt-pass1-iter-count": 10,
  "drive_gt1_share_pct": 23.5,
  "fin_skew_ps": 75.5,
  "regMostFlops": "mem",
  "crit_family": "buffers and inverters",
  "drv_cap": 0,
  "edf_count": 0,
  "top_cell": "dfrtp_1",
  "criticalPathCategory": "in2out",
  "avgSynthCellArea_um2": 10.3,
  "coreArea_um2": 235000,
  "h-tree-depth": 4,
  "worst_hold_path.endpoint": "data_ca_out[7]",
  "grt_max_degree": 113,
  "dp_hpwl_mm": 231,
  "cts_tree": "done",
  "synth_cell_types": 90,
  "min_period_ps": 21000,
  "gr-usage-all-layers_pct": 31.0,
  "largestRegisters": "mem (1232), data_to_mem (64), data_ca_out (16)",
  "core.rowCount": 178,
  "cts.sinks": 1333,
  "fin_util_pct": 35.0,
  "p_leak_nw": 34.8
}
==> through the flow <==
| step | cell area [um2] | setup WS (ps) | power [mW] | hold slack (ps) |
|---|---|---|---|---|
| 2_1_floorplan | 71100 | 21240 | 2.38 | 414 |
| 3_3_place_gp | 77200 | 18610 | 2.98 | 459 |
| 3_5_place_dp | 77200 | 18550 | 2.99 | 467 |
| 4_1_cts | 82400 | 18540 | 4.46 | 481 |
| 5_1_grt | 82400 | 18230 | 4.64 | 500 |
| 6_report | 82400 | 18300 | 4.53 | 477 |
==> worst reg2reg max path, stage by stage, from the launching register on <==
cell and delay [ps]:
dfrtp_1 510, inv_1 170, ha_4 450, buf_4 610
nor2b_4 850, a22oi_1 160, a311oi_1 370, a31oi_1 80
or2_2 280, buf_4 240, nand2_1 380, nand2_2 540
buf_4 560, o22ai_1 790, a21o_1 140
==> placed cells by master (no fill, tap or decap), types with 67 or more instances in the layout <==
cell / Yosys / layout
mux2_2: 867 / 867
clkbuf_16: 0 / 150
nand2_1: 696 / 693
a221oi_1: 89 / 89
a22oi_1: 263 / 263
nand4_1: 133 / 133
buf_4: 23 / 308
a31oi_1: 101 / 101
nand3_1: 132 / 131
o22ai_1: 84 / 84
a21oi_1: 512 / 511
o21ai_0: 376 / 375
dfrtp_1: 1333 / 1331
o221ai_1: 67 / 67
nor2_1: 480 / 473
a2bb2oi_1: 131 / 131
clkdlybuf4s50_1: 0 / 196
a222oi_1: 174 / 174
mux2i_1: 132 / 132
==> how the worst max path moves through the flow <==
stage	startpoint	to	slack [ps]	cells past startpoint
CTS	addr_ca[2]	miss_hit	18540	14
global route	addr_ca[2]	miss_hit	18230	14
finish	addr_ca[2]	miss_hit	18300	14
==> cell type report <==
type,instances,area share [%]
Multi-Input combinational cell,4873,42.8
Sequential cell,1333,40.5
Timing Repair Buffer,516,5.44
Clock buffer,211,5.28
Tap cell,3150,4.78
Clock inverter,57,0.968
Inverter,25,0.132
Antenna cell,34,0.103
==> kinds of logic after synthesis <==
family | synth area share [%]
flip-flops | 46.9
multiplexers | 17.3
adder cells (fa/ha/maj) | 0.106
AND-OR/OR-AND | 21.4
XOR/XNOR | 0.185
AND/OR/NAND/NOR | 10.1
buffers and inverters | 3.88
==> routing by layer <==
metal / global-route usage [%] / share of wire [%] / vias up
met5: 3.66 / 0.39 / -
met4: 19.0 / 7.8 / 44
met3: 19.4 / 16 / 1313
met2: 40.5 / 40 / 5236
met1: 37.9 / 36 / 32547
li1: - / - / 26151
==> power by group <==
group / switching, mW / total [mW] / internal [mW]
sequential: 0.160 / 1.70 / 1.54
clock: 0.635 / 1.48 / 0.846
combinational: 0.936 / 1.35 / 0.412
Power figures rest on the tool's default switching activity, not on a simulated workload.

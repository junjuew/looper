$ cat flow/config.mk
export PLATFORM = sky130hd
export DESIGN_NAME = reg_file
export DESIGN_NICKNAME = reg_file
export VERILOG_FILES = /design/flow/design.v
export SDC_FILE = /design/flow/constraint.sdc
export NUM_CORES = 4
export LEC_CHECK = 1
export CORE_UTILIZATION = 40
$ cat flow/constraint.sdc
current_design reg_file

set clk_period 4.2
set clk_io_pct 0.2

create_clock -name clk0 -period $clk_period [get_ports {clk}]

set non_clock_inputs [all_inputs -no_clocks]
set_input_delay [expr $clk_period * $clk_io_pct] -clock clk0 $non_clock_inputs
set_output_delay [expr $clk_period * $clk_io_pct] -clock clk0 [all_outputs]
$ cat flow/design.v
module reg_file (
    input clk, 
    input rst_n,
    input [5:0] read_mult_op1_pnum,
    input [5:0] read_mult_op2_pnum,
    input [5:0] read_alu1_op1_pnum,
    input [5:0] read_alu1_op2_pnum, 
    input [5:0] read_alu2_op1_pnum, 
    input [5:0] read_alu2_op2_pnum, 
    input [5:0] read_addr_bas_pnum, 
    input [5:0] read_addr_reg_pnum, 
    input [1:0] brn,  
    output [15:0] read_mult_op1_data,
    output [15:0] read_mult_op2_data,
    output [15:0] read_alu1_op1_data,
    output [15:0] read_alu1_op2_data, 
    output [15:0] read_alu2_op1_data, 
    output [15:0] read_alu2_op2_data, 
    output [15:0] read_addr_bas_data, 
    output [15:0] read_addr_reg_data, 
    output [1:0] brn_cmp_rslt,  
    input        wrt_mult_vld,
    input [5:0]  wrt_mult_dst_pnum,
    input [15:0] wrt_mult_data,
    input        wrt_alu1_vld,
    input [5:0]  wrt_alu1_dst_pnum,
    input [15:0] wrt_alu1_data,
    input        wrt_alu2_vld, 
    input [5:0]  wrt_alu2_dst_pnum,
    input [15:0] wrt_alu2_data,
    input        wrt_addr_vld,
    input [5:0]  wrt_addr_dst_pnum,
    input [15:0] wrt_addr_data
);
    reg [15:0] reg_file_body [0:63];
    assign read_mult_op1_data = reg_file_body[read_mult_op1_pnum];
    assign read_mult_op2_data = reg_file_body[read_mult_op2_pnum];
    assign read_alu1_op1_data = reg_file_body[read_alu1_op1_pnum];
    assign read_alu1_op2_data = reg_file_body[read_alu1_op2_pnum];
    assign read_alu2_op1_data = reg_file_body[read_alu2_op1_pnum];
    assign read_alu2_op2_data = reg_file_body[read_alu2_op2_pnum];
    assign read_addr_bas_data = reg_file_body[read_addr_bas_pnum];
    assign read_addr_reg_data = reg_file_body[read_addr_reg_pnum];
    reg [1:0] reg_file_brn_log [0:63];
    assign brn_cmp_rslt = (brn != 2'b00) ? reg_file_brn_log[read_alu1_op1_pnum]
                                         : 2'b00;
    generate
    genvar reg_idx;
        for(reg_idx = 0; reg_idx < 64; reg_idx = reg_idx + 1)
        begin : reg_idx_gen
            always@(posedge clk or negedge rst_n) begin
                if(!rst_n) begin
                    reg_file_body[reg_idx] <= 0;
                    reg_file_brn_log[reg_idx] <= 0;
                end
                else begin
                    if((reg_idx == wrt_mult_dst_pnum) && wrt_mult_vld) begin
                        reg_file_body[reg_idx] <= wrt_mult_data;
                        reg_file_brn_log[reg_idx] <= (wrt_mult_data == 0) ? 2'b11
                                                   : (wrt_mult_data[15] == 1) ? 2'b01
                                                   : (wrt_mult_data > 0) ? 2'b10
                                                   : 2'b00;
                    end
                    else if((reg_idx == wrt_alu1_dst_pnum) && wrt_alu1_vld) begin
                        reg_file_body[reg_idx] <= wrt_alu1_data;
                        reg_file_brn_log[reg_idx] <= (wrt_alu1_data == 0) ? 2'b11
                                                   : (wrt_alu1_data[15] == 1) ? 2'b01
                                                   : (wrt_alu1_data > 0) ? 2'b10
                                                   : 2'b00;
                    end
                    else if((reg_idx == wrt_alu2_dst_pnum) && wrt_alu2_vld) begin
                        reg_file_body[reg_idx] <= wrt_alu2_data;
                        reg_file_brn_log[reg_idx] <= (wrt_alu2_data == 0) ? 2'b11
                                                   : (wrt_alu2_data[15] == 1) ? 2'b01
                                                   : (wrt_alu2_data > 0) ? 2'b10
                                                   : 2'b00;
                    end
                    else if((reg_idx == wrt_addr_dst_pnum) && wrt_addr_vld) begin
                        reg_file_body[reg_idx] <= wrt_addr_data;
                        reg_file_brn_log[reg_idx] <= (wrt_addr_data == 0) ? 2'b11
                                                   : (wrt_addr_data[15] == 1) ? 2'b01
                                                   : (wrt_addr_data > 0) ? 2'b10
                                                   : 2'b00;
                    end
                    else begin
                        reg_file_body[reg_idx] <= reg_file_body[reg_idx];
                        reg_file_brn_log[reg_idx] <= reg_file_brn_log[reg_idx];
                    end
                end
            end
        end
    endgenerate
endmodule
$ cat flow/run.sh
#!/bin/bash
# OpenROAD 26Q1-2900-gdf79404cd8, Yosys 0.63+post, stock flow scripts
make -C /OpenROAD-flow-scripts/flow DESIGN_CONFIG=/design/flow/config.mk WORK_HOME=/design/flow/orfs finish
==> reports/metrics.cfg <==
[logic_synthesis]
syn_inst=18400
netlist_area_um2=130000
yosysChipArea_um2=130000
ys_seq_frac=0.222
ff_type=dfrtp_1
synth-async-reset-ratio=1.00
post_synth.cell_area_avg_um2=7.07
synth-edff-count=0
ys_warn_count=3
synth-seq-cells=1152
synth.distinct_cells=76
ys_cells=18400

[die]
die-height_um=572
rows=209
io_pins=274
core_util_floorplan=0.402
die.size.x_um=572

[placement]
placed_cell_area_um2=173000
gp_congestion=2.13
dpl.hpwl_um=1590000
port_buffers=273
place_ws_ns=-1.84

[global_route]
grt_pass1_wl_um=2640000
grt.total_usage=1.29
grt_max_degree=100
grt-ovfl-total=80700
grt_pass1_vias=226000

[run_status]
haltStage=global routing (5_1_grt)
error_line=[ERROR GRT-0116] Global routing finished with congestion. Check the congestion regions in the DRC Viewer.
status=aborted with a tool error

[clocking]
cts_made_buffers=147
cts_buffer_depth=4
cts_root_buf=clkbuf_16
htree_levels=4
clock-sinks=1152

[kinds of logic after synthesis]
kind of cell           Yosys count  synth area share
AND-OR/OR-AND                 7451             0.392
AND/OR/NAND/NOR               5218             0.200
buffers and inverters         3470             0.102
flip-flops                    1152             0.222
multiplexers                  1094            0.0843
[synthesized netlist by cell type, types with 224 or more instances]
master,n,area share
nand4_1,809,0.039
and2_1,415,0.020
nor2_1,1450,0.042
nand2_1,1377,0.040
and3_1,293,0.014
a211oi_1,1047,0.060
a21oi_1,1167,0.045
o21ai_0,981,0.038
mux2i_1,1083,0.083
dfrtp_1,1152,0.22
clkbuf_1,2978,0.086
nor4_1,224,0.011
a22oi_1,3710,0.21
[stage by stage]
step,utilization,std cells,TNS (ns)
after floorplan,-,18400,0
after global placement,0.534,24300,-121.95
after detailed placement,0.534,24300,-126.05
after CTS,0.589,25100,-1.34
[routing by layer]
layer,global-route usage,overflow
met4,1.16,7472
met2,1.74,50700
met3,1.07,8765
met5,0.912,548
met1,1.14,13200
[timing repair]
item	CTS
buffers inserted	542
gates resized	2242
endpoints found under the hold margin	25
pin swaps	592
endpoints found under the setup margin	130
cloned	51
hold buffers	1
